===== config.mk =====
export PLATFORM = sky130hd
export DESIGN_NAME = top_design
export DESIGN_NICKNAME = top_design
export VERILOG_FILES = /design/flow/design.v
export SDC_FILE = /design/flow/constraint.sdc
export NUM_CORES = 4
export LEC_CHECK = 1
export CORE_UTILIZATION = 30

===== constraint.sdc =====
current_design top_design

set clk_period 4.1
set clk_io_pct 0.2

create_clock -name clk0 -period $clk_period [get_ports {clk}]

set non_clock_inputs [all_inputs -no_clocks]
set_input_delay [expr $clk_period * $clk_io_pct] -clock clk0 $non_clock_inputs
set_output_delay [expr $clk_period * $clk_io_pct] -clock clk0 [all_outputs]

===== design.v =====
module clock_divider #(
	parameter COUNT_WIDTH = 24,
	parameter[COUNT_WIDTH:0] MAX_COUNT = 6000000
) (
	input clk,
	input rst,
	output reg out
);
	reg div_clk;
	reg[COUNT_WIDTH:0] count;
	always @ (posedge clk or posedge rst)
	begin
		if (rst == 1'b1)
		begin
			count <= 0;
			out <= 0;
		end else if (count == MAX_COUNT)
		begin
			count <= 0;
			out = ~out;
		end else
		begin
			count <= count + 1;
		end
	end
endmodule
module top_design(
	input clk,
	input rst_button,
	output[1:0] led
);
	wire rst;
	assign rst = ~rst_button;
	clock_divider #(.COUNT_WIDTH(32), .MAX_COUNT(1500000)) div1(
		.clk(clk),
		.rst(rst),
		.out(led[0])
	);
	clock_divider div2(
		.clk(clk),
		.rst(rst),
		.out(led[1])
	);
endmodule

===== run.sh =====
#!/bin/bash
# OpenROAD 26Q1-2900-gdf79404cd8, Yosys 0.63+post, stock flow scripts
make -C /OpenROAD-flow-scripts/flow DESIGN_CONFIG=/design/flow/config.mk WORK_HOME=/design/flow/orfs finish

==> run summary <==
Implementation results. Power spread over the standard cell area amounts to 325.6 nW/µm². Number of setup violations in the final report landed at 0. In this run the layout overhead on the synthesized area is reported as 10.18%. Counting flops with an async set or reset pin after synthesis yields a share of 1.000. After detailed routing, the wire length on met1 is 2.867 mm.

Count of flip-flops with a built-in enable after synthesis landed at 0. Total number of vias landed at 2,129. Counting flops and latches in the post-synthesis netlist gives around 60. First-pass GRT wire length landed at around 9.9 mm.

Net load switching power landed at 234.8 µW. Antenna diode count landed at 0. The OpenROAD report gives the critical path a required time of about 4400 ps. In this run the VDD rail shows a maximum IR drop of approximately 0.18 mV. For this run, the share of the core covered by cells in the final layout is 0.3434.

Post-synth the commonest register cell is sky130_fd_sc_hd__dfrtp_1. The die is 103.2 µm wide. Fraction of power spent switching nets landed at 0.2129.

Ranking logic cells in the layout by count gives the top entries 60 x sky130_fd_sc_hd__dfrtp_1, 28 x sky130_fd_sc_hd__xnor2_1, 25 x sky130_fd_sc_hd__nor2_1. Synthesis handed over a netlist of roughly 290 instances. Entering global routing, the biggest net connects just over 60 pins. The die is 103.2 µm tall. The number of hold buffers added after CTS was 0. TritonCTS built the clock tree.

Core outline area landed at just under 10,000 µm². STA classifies the critical path startpoint as a register. Number of post-CTS setup repair buffers landed at 0. Setup total negative slack on the finished layout was measured at 0 ps. In the global route stage, overall resource usage came out at 0.1188. The number of gates resized after CTS was 0. Chip area landed at roughly 11,000 µm². Post-route worst hold slack landed at between 400 and 500 ps. According to the CTS report, the clock sink count is ~60. Depth of the CTS H-tree landed at 3. Number of vias per cell after detailed routing landed at slightly below 5. The total overflow left after global routing is 0. Detailed routing placed a total of roughly 190 µm of wire on met3. The stat command in Yosys gives a chip area of ~3000 µm². Total routed wirelength landed at 5.437 mm. Starting density of the core landed at 0.3116. The share of total power dissipated in sequential elements is 0.537. Leakage dissipation landed at approximately 0.0015 µW.

STA puts the critical path data arrival time at 2420 ps. Of the total power, combinational logic draws 0.011. OpenROAD emitted warnings numbering 27.

Total standard cell area after synthesis landed at ~3000 µm². Proportion of synthesized chip area in sequential cells landed at 0.4884. After layout, the minimum clock period comes to ~2200 ps. The highest layer touched by signal routing is met4.

The worst setup path is of the reg -> reg kind. The floorplan report gives the top-level pin count as 4. Per the final layout report, the fraction of cells sized above drive strength 1 comes to 0.09699. Maximum frequency from static timing analysis landed at 461.3 MHz. Max-cap check violation count landed at 0.

The registers of the reported paths see a clock transition of ~60 ps. Dividing the synthesized area by the synthesized cell count gives ~11 µm². Looking at the critical path, the highest net fanout was 9. Detailed route wirelength on metal2 landed at between 2 and 2.5 mm.

In this run the worst hold path is classified as reg -> reg. The via count of the first global-routing pass was just over 2,000. Count of TritonRoute iterations in the first routing pass landed at 4. Per the detail_route report, DRC violations left total 0. Counting the fill cells in the layout gives around 1,000. Portion of the clock cycle consumed by the worst path in the final layout landed at 0.5287. Cell internal power was estimated by the tool at approximately 870 µW. Number of buffer cells added on primary ports landed at 3. Count of routing violations after the opening detailed-route iteration landed at 114. The initial antenna violation count came to 0. The power report attributes to the clock group a share of 0.452. The flow ran to the end, and the final reports show no timing, DRC or antenna violations. In the Yosys report the total cell count is just under 300. Buffer depth of the longest clock path landed at 2.

Insertion delay of the later-clocked pin in the worst-skew pair landed at 330 ps. Pin slew with the least headroom to its limit landed at 750.4 ps. The floorplan has 36 rows. Number of warning messages in the yosys log landed at 2. Final count of pins violating max slew landed at 0.

The final timing report lists clock skew as ~11 ps. Counting distinct cell types in the post-synthesis netlist gives ~41. Average wire length per cell after detail routing landed at 12.59 µm. Leaving out fill and tap cells, the most frequent cell in the layout is sky130_fd_sc_hd__dfrtp_1. Number of failing hold endpoints at the final stage landed at 0.

Checking max transition, the worst relative margin is 0.4997. Clock tree synthesis selected as its root buffer the cell sky130_fd_sc_hd__clkbuf_8. The worst setup path is captured at a register.

Setup repair after global routing left no endpoint under its margin. Remaining antenna violation count after routing landed at 0. Detailed placement finished with a half-perimeter wire length of about 3.6 mm. Placer congestion estimate landed at 0.8155.

The number of clock buffers added by TritonCTS is 9.
[worst max-delay path, cell delays in order (launching register included)]
cell and delay [ps]:
sky130_fd_sc_hd__dfrtp_1 420, sky130_fd_sc_hd__inv_1 70, sky130_fd_sc_hd__ha_1 130, sky130_fd_sc_hd__nor4b_1 300, sky130_fd_sc_hd__nand4_1 130, sky130_fd_sc_hd__nor3_1 570, sky130_fd_sc_hd__buf_4 290, sky130_fd_sc_hd__xor2_1 170
[final timing paths]
| check | from | to | slack [ps] | cells after the start |
|---|---|---|---|---|
| min | div2.count[20]$_DFF_PN0_ | div2.count[20]$_DFF_PN0_ | 460 | 1 |
| max | div1.count[0]$_DFF_PN0_ | div1.out$_DFFE_PN0N_ | 1930 | 7 |
| max reg2reg | div1.count[0]$_DFF_PN0_ | div1.out$_DFFE_PN0N_ | 1930 | 7 |
| max in group asynchronous | rst_button | div1.count[24]$_DFF_PN0_ | 2960 | 2 |
| min in group asynchronous | rst_button | div2.count[12]$_DFF_PN0_ | 620 | 2 |
| min reg2reg | div2.count[20]$_DFF_PN0_ | div2.count[20]$_DFF_PN0_ | 460 | 1 |
[power groups by stage]
stage,sequential (µW),clock [µW],combinational (µW)
after CTS,592,520,13.4
after global routing,591,539,14.9
final,592,499,12.0
[layer usage]
metal,vias up,track usage
met5,-,0
met2,36,0.1687
li1,1040,-
met1,1035,0.1936
met4,0,0.03250
met3,18,0.01844
[flip-flops by register name, indices dropped and copies added, names as in the netlist]
name and count:
div1.count 33, div2.count 25, div1.out 1, div2.out 1
[cell families after synthesis]
kind of cell,after synthesis,synth area share
simple gates,140,0.2857
fa+ha+maj,4,0.01628
mux,5,0.01628
xor+xnor,47,0.1339
buf+inv,21,0.03663
flops,60,0.4884
compound gates,13,0.02279
[cell type report]
class	count	area, µm²	area share
clock buffer	10	127.6	0.03768
clock inverter	5	53.80	0.01588
inverter	10	37.54	0.01108
multi-input combinational	209	1460	0.4311
sequential	60	1501	0.4433
tap	133	166.4	0.04913
timing repair buffer	5	40.04	0.01182
[cells in the mapped netlist (2+ instances only)]
cell / number / area (µm²)
sky130_fd_sc_hd__nor4bb_1: 2 / 20.02
sky130_fd_sc_hd__o21ai_0: 7 / 35.03
sky130_fd_sc_hd__nor4_4: 2 / 42.54
sky130_fd_sc_hd__o31ai_1: 2 / 15.01
sky130_fd_sc_hd__xnor2_1: 28 / 245.2
sky130_fd_sc_hd__nand3_1: 18 / 90.09
sky130_fd_sc_hd__clkbuf_1: 4 / 15.01
sky130_fd_sc_hd__mux2i_1: 5 / 50.05
sky130_fd_sc_hd__and4_1: 3 / 26.28
sky130_fd_sc_hd__and2_1: 3 / 18.77
sky130_fd_sc_hd__inv_1: 10 / 37.54
sky130_fd_sc_hd__nand2_1: 16 / 60.06
sky130_fd_sc_hd__nor2_1: 25 / 93.84
sky130_fd_sc_hd__or4_1: 2 / 15.01
sky130_fd_sc_hd__nor4_2: 3 / 37.54
sky130_fd_sc_hd__ha_1: 4 / 50.05
sky130_fd_sc_hd__nor2b_1: 2 / 12.51
sky130_fd_sc_hd__nor4_1: 11 / 68.82
sky130_fd_sc_hd__nor4b_1: 3 / 26.28
sky130_fd_sc_hd__buf_4: 4 / 30.03
sky130_fd_sc_hd__and3_1: 8 / 50.05
sky130_fd_sc_hd__nor3_1: 7 / 35.03
sky130_fd_sc_hd__dfrtp_1: 60 / 1501
sky130_fd_sc_hd__a21oi_1: 4 / 20.02
sky130_fd_sc_hd__xor2_1: 19 / 166.4
sky130_fd_sc_hd__nand4_1: 23 / 143.9
[per-stage QoR]
| stage | cells | cell area (µm²) | power [µW] | worst slack [ps] |
|---|---|---|---|---|
| after global placement | 417 | 3206 | 616.0 | 2029 |
| final | 432 | 3387 | 1103 | 1932 |
| after CTS | 432 | 3387 | 1125 | 1917 |
| after floorplan | 290 | 3074 | 603.1 | 2266 |
| after global routing | 432 | 3387 | 1146 | 1735 |
| after detailed placement | 417 | 3206 | 616.1 | 1964 |
Power figures rest on the tool's default switching activity, not on a simulated workload.
