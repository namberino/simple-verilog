$ cat ./config.mk
export PLATFORM = sky130hd
export DESIGN_NAME = moore
export DESIGN_NICKNAME = moore
export VERILOG_FILES = /design/flow/design.v
export SDC_FILE = /design/flow/constraint.sdc
export NUM_CORES = 4
export LEC_CHECK = 1
export CORE_UTILIZATION = 30
$ cat ./constraint.sdc
current_design moore

set clk_period 4.7
set clk_io_pct 0.2

create_clock -name clk0 -period $clk_period [get_ports {clk}]

set non_clock_inputs [all_inputs -no_clocks]
set_input_delay [expr $clk_period * $clk_io_pct] -clock clk0 $non_clock_inputs
set_output_delay [expr $clk_period * $clk_io_pct] -clock clk0 [all_outputs]
$ cat ./design.v
module moore(
	input clk,
	input rst_button,
	input go_button,
	output reg[3:0] led,
	output reg done_sig
);
	localparam STATE_IDLE = 2'd0;
	localparam STATE_COUNTING = 2'd1;
	localparam STATE_DONE = 2'd2;
	localparam MAX_CLK_COUNT = 24'd1500000;
	localparam MAX_LED_COUNT = 4'hF;
	wire rst;
	wire go;
	reg div_clk;
	reg[1:0] state;
	reg[23:0] clk_count;
	assign rst = ~rst_button;
	assign go = ~go_button;
	always @ (posedge clk or posedge rst)
	begin
		if (rst == 1'b1)
		begin
			clk_count <= 24'b0;
		end else if (clk_count == MAX_CLK_COUNT)
		begin
			clk_count <= 24'b0;
			div_clk = ~div_clk;
		end else
		begin
			clk_count <= clk_count + 1;
		end
	end
	always @ (posedge div_clk or posedge rst)
	begin
		if (rst == 1'b1)
		begin
			state <= STATE_IDLE;
		end else
		begin
			case (state)
				STATE_IDLE:
					begin
						if (go == 1'b1)
						begin
							state <= STATE_COUNTING;
						end
					end
				STATE_COUNTING:
					begin
						if (led == MAX_LED_COUNT)
						begin
							state <= STATE_DONE;
						end
					end
				STATE_DONE:
					begin
						state <= STATE_IDLE;
					end
				default: state <= STATE_IDLE;
			endcase
		end
	end
	always @ (posedge div_clk or posedge rst)
	begin
		if (rst == 1'b1)
		begin
			led <= 4'b0;
		end else
		begin
			if (state == STATE_COUNTING)
			begin
				led <= led + 1;
			end else
			begin
				led <= 4'b0;
			end
		end
	end
	always @ (*)  
	begin
		if (state == STATE_DONE)
		begin
			done_sig = 1'b1;
		end else
		begin
			done_sig = 1'b0;
		end
	end
endmodule
$ cat ./run.sh
#!/bin/bash
# OpenROAD 26Q1-2900-gdf79404cd8, Yosys 0.63+post, stock flow scripts
make -C /OpenROAD-flow-scripts/flow DESIGN_CONFIG=/design/flow/config.mk WORK_HOME=/design/flow/orfs finish
==> results.tsv <==
metric	value	unit
untimed_endpoints	12	
htreeDepth	1	
antenna_cells	0	
warnings	26	
worst_clock_skew	0.001140	ns
ys_types	32	
fillers	496	
simple_gate_share	24.48	%
area.growth.synth_to_final	13.41	%
enable_flop_cells	1	
hold_viol	0	
grt_pass1_vias	1032	
max_freq	0.5092	GHz
required	4.69	ns
layout_setup_ws	2.736	ns
fp_util	31.40	%
end_kind	flop	
rr_startpoint	clk_count[0]	
cts-root-buf	clkbuf_8	
relSlewSlack	63.29	%
arrival	1.95	ns
clock_power_share	36.1	%
synth-seq-cells	32	
finalSetupViolations	0	
worstSetupPathType	input port to flop	
setup_tns	0	ns
io_pins	8	
routed_wl	2.511	mm
gr-total-overflow	0	
final.period_utilization	41.78	%
vias_per_cell	4.670	
met1_usage	16.67	%
ys_seq_share	53.71	%
grt_util_met3	1.961	%
crit_fanout	32	
outcome	complete, no violations	
xor_share	11.66	%
cts_tree	done	
drc_errors	0	
path_buffers	2	
cts_resized	0	
power	349.1	uW
peakVddDrop	0.0001897	V
syn-cell-area	1503	um^2
combPwrFrac	2.1	%
ys_sh_aoi	4.080	%
seq_power_share	61.9	%
intPower	277.2	uW
synthArstFlopShare	96.88	%
core-area	4786	um^2
clk-insertion-delay-late	0.26	ns
cts_buffer_depth	2	
worstReg2RegEnd	clk_count[18]	
cts_buffers	3	
dr.pass1.iters	4	
ys_cells	144	
grt_pass1_wl	4.581	mm
max-cap-violations	0	
top_area_share	49.96	%
busiest_layer	met2	
initialDrtViolationCount	59	
rsz0062_at_grt	false	
hpwlAfterDp	1.803	mm
ant_nets	0	
syn_avg_cell_area	10.44	um^2
wl_per_cell	11.36	um
synthCells	144	
slew_violations	0	
top_logic_kind	simple AND/OR/NAND/NOR gates	
top_area_cell	dfrtp_1	
top_cells_by_count	dfrtp_1, nor2_1, xnor2_1, inv_1, xor2_1	
die_w	72.78	um
clk_pin_slew_worst_paths	0.09	ns
post-synth-top-count-cell	dfrtp_1	
grtUsageMet2	18.17	%
hp-class	flop to flop	
globalplace.congestion	0.7917	
place_ws	2.415	ns
antenna_found_initial	0	
grt_max_degree	33	
leakage	0.7340	nW
flop_cell	dfrtp_1	
hold_end	clk_count[23]	
cts_setup_buffers	0	
final_layout_size_suffix_gt1_share	8.442	%
p_sw	71.90	uW
holdWs	0.4726	ns
die_area	5296	um^2
powerDensity	204.8	nW/um^2
top_cells_by_area	dfrtp_1, xnor2_1, xor2_1, nor2_1, nand4_1	
whs_path_depth	1	
adder_share	2.498	%
fp-row-count	25	
swShare	20.60	%
mux_share	0	%
yosys_warnings	1	
crit_family	buffers and inverters	
min-delay-start	clk_count[23]	
period_needed	1.964	ns
dr_total_vias	1032	
grtUsageTotal	11.08	%
worstMarginPinSlew	0.5457	ns
worstPathCellList	clkdlybuf4s50_1 > buf_4 > and2_1	
cts_hold_buf	0	
portBuffers	7	
yosys_area	1503	um^2
worstSetupStartpointType	input port	
r2r_setup_slack	2.77	ns
die_height	72.78	um
ff2ff_path_depth	5	
slowest_delay	0.46	ns
unclocked_regs	7	
cp_slowest_cell	clkdlybuf4s50_1	
==> sequential cells by signal, indices dropped and copies added (netlist names) <==
signal     flops
clk_count     24
div_clk        1
led            4
state          3
==> power groups by stage <==
stage	clock [mW]	combinational [mW]	sequential, mW
4_1_cts	0.131	0.00788	0.216
5_1_grt	0.143	0.00868	0.216
6_report	0.126	0.00719	0.216
==> area by class of cell <==
cell class | count | area, um^2 | area share [%]
multi-input combinational | 100 | 648.1 | 38.03
timing repair buffer | 9 | 85.08 | 4.993
inverter | 9 | 33.78 | 1.982
tap | 67 | 83.83 | 4.919
clock inverter | 1 | 5.005 | 0.2937
sequential | 32 | 807.0 | 47.36
clock buffer | 3 | 41.29 | 2.423
==> how the worst max path moves through the flow <==
| stage | cells past startpoint | slack [ns] | from | endpoint |
|---|---|---|---|---|
| CTS | 3 | 2.69 | rst_button | div_clk |
| global route | 5 | 2.56 | clk_count[0] | clk_count[18] |
| finish | 3 | 2.74 | rst_button | div_clk |
==> kinds of logic after synthesis <==
group,after synthesis
and+or+nand+nor,67
DFF,32
xor gates and xnor gates,20
buffers and inverters,12
AOI/OAI and AO/OA,10
adders and majority gates,3
==> per-layer routing <==
layer / wire [um] / up-vias
met5: 0 / -
met4: 14 / 0
met3: 86 / 2
met2: 1135 / 17
met1: 1275 / 491
li1: - / 522
==> per-stage QoR <==
step           utilization [%]  std cells  cell area, um^2
6_report                 35.61        221             1704
5_1_grt                  35.61        221             1704
4_1_cts                  35.61        221             1704
3_5_place_dp             34.64        217             1658
3_3_place_gp             34.64        217             1658
2_1_floorplan                -        144             1503
==> layout by cell type, fill, tap and decap left out, types with 2 or more instances in the layout <==
master            n
clkdlybuf4s50_1   7
ha_1              3
nand3_2           2
dfrtp_1          30
nand4_1           8
or4_1             2
a21oi_1           4
o31ai_1           2
xnor2_1          11
nor3_1            4
nor2_1           17
nor4b_1           2
inv_1             9
buf_4             2
o21ai_0           2
nor4_1            6
clkbuf_8          3
xor2_1            9
and2_1            2
nand3_1           8
nand2_1           8
Power is estimated from default activity; no workload was simulated.
