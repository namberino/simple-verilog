[/design/flow/config.mk]
export PLATFORM = sky130hd
export DESIGN_NAME = ram
export DESIGN_NICKNAME = ram
export VERILOG_FILES = /design/flow/design.v
export SDC_FILE = /design/flow/constraint.sdc
export NUM_CORES = 4
export LEC_CHECK = 1
export CORE_UTILIZATION = 40
[/design/flow/constraint.sdc]
current_design ram

set clk_period 2.7
set clk_io_pct 0.2

create_clock -name clk0 -period $clk_period [get_ports {clk}]

set non_clock_inputs [all_inputs -no_clocks]
set_input_delay [expr $clk_period * $clk_io_pct] -clock clk0 $non_clock_inputs
set_output_delay [expr $clk_period * $clk_io_pct] -clock clk0 [all_outputs]
[/design/flow/design.v]
module ram #(
	parameter INIT_FILE = ""
) (
	input clk,
	input w_enable,
	input r_enable,
	input[3:0] w_addr,
	input[3:0] r_addr,
	input[7:0] w_data,
	output reg[7:0] r_data
);
	reg[7:0] mem[0:15];  
	always @ (posedge clk)
	begin
		if (w_enable == 1'b1)
		begin
			mem[w_addr] <= w_data;
		end
		if (r_enable == 1'b1)
		begin
			r_data <= mem[r_addr];
		end
	end
	initial if (INIT_FILE) begin
		$readmemh(INIT_FILE, mem);
	end
endmodule
[/design/flow/run.sh]
#!/bin/bash
# OpenROAD 26Q1-2900-gdf79404cd8, Yosys 0.63+post, stock flow scripts
make -C /OpenROAD-flow-scripts/flow DESIGN_CONFIG=/design/flow/config.mk WORK_HOME=/design/flow/orfs finish
==> results.yml <==
# generated from flow reports
status:
  status: "completed"
final_timing:
  relSlewSlack_pct: 58.00
  fmax_mhz: 536.1
  hold_violations: 0
  fin_ws_ns: 0.8346
  fin_crit_ns: 1.865
  setup_viol: 0
  rsz0062_at_grt: "no"
  setup_tns_ns: 0
  skew_ns: 0.005187
  slew_viol_final: 0
  tightest_slew_ns: 0.6281
  period_used_pct: 69.09
floorplanning:
  die_area_sq_um: 13530
  die_h_um: 116.3
  core_area_sq_um: 12670
  fp_util_pct: 41.26
  io_pins: 27
  rows: 41
  die_w_um: 116.3
placed_design:
  numPortBuffers: 26
  dpl.cell_count: 439
  hpwl_um: 5946
  dp_slack_ns: 0.4055
  place.gp.congestion: 0.7632
  placed_cell_area_sq_um: 5802
clock_tree:
  cts_tree: "done"
  cts_max_level: 4
  clk_latency_ns: 0.40
  cts_max_path_buffers: 2
  ctsHoldBuffers: 0
  numCtsBuffers: 17
  cts.sinks: 136
  clkTransAtPathRegs_ns: 0.06
  post_cts.repair.setup_buffers: 0
  cts_root_buf: "clkbuf_16"
  cts_resized: 0
global_routing:
  grt_use_total_pct: 16.98
  grt_pass1_vias: 2656
  grt_max_degree: 33
  grt_remaining_overflow: 0
  antenna_found_initial: 0
  grt_pass1_wl_um: 14390
synth:
  edf_count: 136
  synth-simple-area-share_pct: 3.135
  area_leaders: "edfxtp_1, mux4_2, mux4_1"
  yosysTopAreaCell: "edfxtp_1"
  synth_top_area_share_pct: 78.12
  xor_area_share_pct: 0
  synthCells: 229
  ys_ff: 136
  aoi_share_pct: 2.298
  synth_cell_types: 18
  yosys_area_sq_um: 5228
  ys_seq_share_pct: 78.12
  synth.logic.top_family: "multiplexers"
  ys_cells: 229
  avgSynthCellArea_sq_um: 22.83
  yosysWarnings: 1
  muxShareOfSynthArea_pct: 14.79
  async_reset_ff_share_pct: 0
  flop_cell: "edfxtp_1"
  fa_ha_area_share_pct: 0
  syn_area_sq_um: 5228
finish:
  utilization_pct: 50.78
  area_growth_pct: 23.07
  finalNonFillerCells: 469
  drive_gt1_share_pct: 23.91
  final_cell_area_sq_um: 6434
detailed_routing:
  antennaDiodeCount: 0
  drtPass1Iterations: 4
  vias_per_cell: 5.209
  post-route-drc-count: 0
  avgRoutedWirePerCell_um: 20.77
  routed_wl_um: 9740
  vias: 2443
  drt_first_iter_violations: 85
  final_antenna_net_count: 0
setup_path:
  crit_required_ns: 2.85
  critPathCaptureType: "flip-flop"
  worstPathMaxFanout: 32
  worst_setup_path_start_kind: "primary input"
  critPathKind: "in -> reg"
  arrival_ns: 2.01
power:
  worst_ir_drop_vdd_mv: 0.4159
  power.leakage_nw: 2.139
  p_per_area_nw_per_um2: 786.8
run:
  tool_warnings: 25
  cap_violations: 0
hold_path:
  hold_path_class: "reg -> reg"
==> through the flow <==
step	total power [W]	hold slack [ns]
final	0.005062	0.7519
after global routing	0.005193	0.7917
after CTS	0.005092	0.7624
after detailed placement	0.002674	0.7309
after global placement	0.002669	0.7237
after floorplan	0.002548	0.6389
==> sequential cells by signal, indices dropped and copies added (netlist names) <==
name    flops
mem       128
r_data      8
==> cell usage in the layout, fill, tap and decap left out, types with 5 or more instances in the layout <==
cell,count
a22oi_1,16
buf_4,20
bufinv_16,5
clkbuf_16,17
clkdlybuf4s50_1,25
edfxtp_1,136
mux4_1,14
mux4_2,18
nand2_1,9
nor2_1,13
==> worst paths after layout <==
check                                start   endpoint  slack, ns  cells past startpoint
worst min register to register  mem[14][1]  r_data[1]       0.75                      3
worst max-delay path             r_addr[1]  r_data[7]       0.83                      5
worst max register to register   mem[8][4]  r_data[4]       1.19                      3
worst min-delay path            mem[14][1]  r_data[1]       0.75                      3
==> critical path, cell delays in order <==
cell             delay (ns)
clkdlybuf4s50_1        0.50
buf_12                 0.22
mux4_2                 0.34
a22oi_1                0.30
nand2_1                0.08
==> power breakdown <==
part	internal (W)	total, W	switching, W
sequential	0.00238	0.00239	0.0000127
clock	0.00163	0.00243	0.000804
combinational	0.000116	0.000235	0.000119
==> per-layer routing <==
layer	up-vias	track usage [%]	wire length [um]
li1	1095	-	-
met4	0	2.222	111
met5	-	0	0
met3	9	9.619	1083
met1	1211	24.84	3758
met2	128	25.29	4787
==> layout make-up <==
cell class	instances	area, sq um
clock inverters	12	202.7
well taps	172	215.2
repair buffers	48	445.4
flip-flops and latches	136	4084
fillers	984	6237
clock buffers	18	429.2
multi-input cells	83	1057
==> kinds of logic after synthesis <==
| logic type | after synthesis |
|---|---|
| DFF | 136 |
| AOI/OAI and AO/OA | 16 |
| and+or+nand+nor | 35 |
| buffers and inverters | 10 |
| muxes | 32 |
==> cell usage after synthesis, types with 2 or more instances <==
cell type / instances
mux4_1: 14
nand3b_1: 2
nand2_1: 9
mux4_2: 18
buf_2: 3
clkdlybuf4s25_2: 3
edfxtp_1: 136
buf_6: 3
a22oi_1: 16
nor3_1: 4
nand2b_1: 2
nor2_1: 13
No activity file was given, so power comes from the tool's default toggle rates.
